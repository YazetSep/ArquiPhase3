--- flow/config.mk ---
export PLATFORM = sky130hd
export DESIGN_NAME = EXE_MEM_Pipeline
export DESIGN_NICKNAME = EXE_MEM_Pipeline
export VERILOG_FILES = /design/flow/design.v
export SDC_FILE = /design/flow/constraint.sdc
export NUM_CORES = 4
export LEC_CHECK = 1
export CORE_AREA = 10 10 103 103
export DIE_AREA = 0 0 113 113
--- flow/constraint.sdc ---
current_design EXE_MEM_Pipeline

set clk_period 1.0
set clk_io_pct 0.2

create_clock -name clk0 -period $clk_period [get_ports {clk}]

set non_clock_inputs [all_inputs -no_clocks]
set_input_delay [expr $clk_period * $clk_io_pct] -clock clk0 $non_clock_inputs
set_output_delay [expr $clk_period * $clk_io_pct] -clock clk0 [all_outputs]
--- flow/design.v ---
module EXE_MEM_Pipeline(output reg [31:0] DataMemIn, AddressDataOut, output reg [3:0]Rd_Out, output reg [1:0]DataSizeOut, output reg LoadInst, RF_EN, 
input [31:0]ALU_Out, DataIn, input [3:0] Rd_In, input [1:0]DataSizeIn, input LI, RF_Enable, N, Z, C, V, clk);
    always @(posedge clk)
    begin
        DataMemIn <= DataIn;
        AddressDataOut <= ALU_Out;
        LoadInst <= LI;
        RF_EN <= RF_Enable;
        DataSizeOut <= DataSizeIn;
        Rd_Out <= Rd_In;
    end
endmodule
--- flow/run.sh ---
#!/bin/bash
# OpenROAD 26Q1-2900-gdf79404cd8, Yosys 0.63+post, stock flow scripts
make -C /OpenROAD-flow-scripts/flow DESIGN_CONFIG=/design/flow/config.mk WORK_HOME=/design/flow/orfs finish
==> run notes <==
Synthesis and place-and-route results.

- The finished layout reports a core utilization of 34.22%.
- The final timing report counts setup violations totalling 0.
- The combined global-route utilization of all metal layers is 7.092%.
- According to the dpl log, the detail-placed design has an HPWL of 3862 µm.
- From left edge to right edge, the die measures 113 µm.
- Detailed-route iteration 0 reported a violation count of 29.
- After detailed routing, the number of vias per cell comes to 3.235.
- The combinational gate area is 0 µm².
- Along the worst hold path, the cell count comes to 1.
- The root cell of the clock tree is sky130_fd_sc_hd__clkbuf_8.
- The areal power density over the cells is 1928 mW/mm².
- STA classifies the critical path startpoint as a register.
- The worst setup path is captured at an output pin.
- Per the placement log, port buffering inserted 144 buffers.
- The data arrival time reported for the critical path is 0.74 ns.
- In this run the power spent charging and discharging nets is 1.100 mW.
- The top-level port count is 149.
- In this run, CTS created clock tree buffers numbering 9.
- Per the synthesis report, the dominant area consumer among library cells is sky130_fd_sc_hd__dfxtp_1.
- Per the detailed placement report, the placed cell area equals 0.003014 mm².
- The fraction of power spent switching nets is 20.09%.
- The initial antenna violation count was 0.
- The critical-path maximum fanout is 1.
- The OpenROAD warning count is 30.
- Measured against its own limit, the worst slew margin works out to 93.17%.
- The synthesis report lists the most area-consuming cells as sky130_fd_sc_hd__dfxtp_1 100%.
- The clock share of power is 37.1%.
- The combinational fraction of design power is 7.2%.
- The die height is 113 µm.
- The die outline area is 0.01277 mm².
- The weighted congestion at the end of routability-driven global placement is 0.7039.
- The number of buffers added for setup after CTS is 0.
- The final power report lists total power as 5.475 mW.
- The iteration count of the initial detailed-routing pass is 2.
- The number of cells reported by Yosys stat comes to 72.
- The data required time reported for the critical path is 0.80 ns.
- TritonCTS built the clock tree.
- The repair_antennas step left the layout with diodes totalling 0.
- The first global-routing pass estimated 7141 µm of wire.
- In the final report, the number of pins over their slew limit comes to 0.
- The final design was reported to hold multi-input combinational gates totalling 0.
- The tally of non-filler cells in the final layout is 336.
- The total clock sinks is 72.
- In this run the worst hold path is classified as in -> reg.
- The initial core utilization is 17.37%.
- The placeable core area is 0.008299 mm².
- The total via count after detailed routing is 1087.
- The number of global-route vias before repair is 1221.
- The highest clock frequency the design can meet is 1.059 GHz.
- Summed over all cells, the static leakage comes to 1.252 nW.
- Per the power-grid run, VDD falls by no more than 0.6002 mV.
- The ratio of final minimum period to clock period is 94.43%.
- Of the cells placed in the final design, the portion with a size suffix greater than 1 is 39.39%.
- Counting along the longest clock path gives a buffer depth of 2.
- The post-route worst hold slack is 0.2938 ns.
- In the power breakdown, the internal column shows 4.376 mW.
- The total number of yosys warnings is 1.
- Setup repair after global routing could not meet its margin everywhere.
- The synthesized design contains 72 register bits.
- The clock period could shrink to 0.9443 ns.
- Once detail routing completed, the nets flagged for antenna violations numbered 0.
- Counting both buffers and inverters, the worst setup path holds a total of 1.
- The maximum number of pins on one net before global-route repair is 13.
- The site row count is 33.
- The area growth from synthesis to layout is 97.05%.
- The final timing report lists a hold violation count of 0.
- The maximum level of the CTS H-tree is 3.
- The placed instance count is 321.
- The critical path class is reg -> out.
- The flow ran to the end, and the final reports show no timing, DRC or antenna violations.
- The registers of the reported paths see a clock transition of 0.08 ns.
- A synthesized cell averages 20.02 µm².
- The area of all placed cells without fillers is 0.002840 mm².
- For hold timing, the worst endpoint is AddressDataOut[25].
- The maximum single-stage delay on the critical path is 0.31 ns.
- The number of maximum-capacitance violations is 0.
- The post-synth design cell area is 0.001441 mm².
- The final layout contains routed wiring with a total length of 4693 µm.
- The routed wire length per instance is 13.97 µm.
- The number of different library cells used by synthesis comes to 1.
- The part of the Yosys area used for sequential elements is 100.0%.
- The source of the worst hold timing path is ALU_Out[25].
- The top cell type by area accounts for 100.0% of the synthesized area.
- The DRC violation count after routing is 0.
- The slowest stage of the critical path belongs to the cell sky130_fd_sc_hd__dfxtp_2.
- The total overflow left after global routing is 0.
- The sequential cell fraction of total power is 55.7%.
- The cell type group with the largest total delay on the critical path is flip-flops.
- The post-synth area from yosys stat is 0.001441 mm².
- At the pin with the least slew margin, the transition time is 0.1025 ns.
- The cell count after synthesis came out at 72.
- The cell sequence reported for the critical path is buf_2.
==> worst max path at each step <==
| stage | slack, ns | endpoint | from | cells past startpoint |
|---|---|---|---|---|
| after global routing | -0.006 | AddressDataOut[23] | AddressDataOut[23] | 1 |
| final | 0.06 | AddressDataOut[25] | AddressDataOut[25] | 1 |
| after CTS | 0.02 | DataMemIn[2] | DataMemIn[2] | 1 |
==> stage by stage <==
step                setup slack (ns)  setup TNS (ns)
global route               -0.006463        -0.02926
finish                       0.05570               0
global placement             0.02741               0
detailed placement           0.02402               0
CTS                          0.01996               0
floorplan                     0.5385               0
==> cell usage after synthesis <==
master	number
sky130_fd_sc_hd__dfxtp_1	72
==> cells in the final DEF (no fill, tap or decap) <==
| master | n |
|---|---|
| sky130_fd_sc_hd__dfxtp_1 | 68 |
| sky130_fd_sc_hd__clkdlybuf4s50_1 | 72 |
| sky130_fd_sc_hd__clkinvlp_4 | 4 |
| sky130_fd_sc_hd__buf_2 | 72 |
| sky130_fd_sc_hd__dfxtp_2 | 4 |
| sky130_fd_sc_hd__clkbuf_8 | 11 |
==> logic make-up (layout without fill, tap and decap cells) <==
group	Yosys count	count (layout)	share of synthesized area, %
flip-flops	72	72	100.0
buffers and inverters	0	159	0
==> routing by layer <==
| layer | share of wire [%] | global-route usage (%) | up-vias |
|---|---|---|---|
| li1 | - | - | 529 |
| met1 | 38 | 7.900 | 472 |
| met2 | 48 | 11.33 | 82 |
| met3 | 14 | 4.754 | 4 |
| met4 | 0.58 | 1.015 | 0 |
| met5 | 0 | 0 | - |
==> what timing repair did <==
item                       CTS  global route
hold buffers                 0             0
gates resized              222             4
setup endpoints to repair   72             9
hold endpoints to repair     0             0
==> area by class of cell <==
cell class | count | area [µm²]
well taps | 105 | 131.4
clock buffers | 11 | 151.4
clock inverters | 4 | 30.03
fillers | 855 | 5459
flip-flops and latches | 72 | 1446
repair buffers | 144 | 1081
==> flip-flops by register name, indices dropped and copies added, names as in the netlist <==
register,cells
AddressDataOut,32
DataMemIn,32
DataSizeOut,2
LoadInst,1
RF_EN,1
Rd_Out,4
==> power by group through the flow <==
stage	clock (mW)	sequential, mW	combinational [mW]
final	2.03	3.05	0.396
after global routing	2.28	3.07	0.434
after CTS	2.16	3.05	0.410
No activity file was given, so power comes from the tool's default toggle rates.
