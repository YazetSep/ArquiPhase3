==> design.v <==
module MEM_WB_Pipeline(output reg [31:0]DataOut, output reg [31:0]NonLoadDataOut, output reg [3:0]Rd_Out, output reg LoadInst, output reg RF_EN, input [31:0]MuxLoadDataIn, input [31:0]MuxNonLoadDataIn, input [3:0]Rd_In, input LI, input RF_Enable, clk);
always @(posedge clk)
begin
    DataOut <= MuxLoadDataIn;
    NonLoadDataOut <= MuxNonLoadDataIn;
    Rd_Out <= Rd_In;
    LoadInst <= LI;
    RF_EN <= RF_Enable;
end
endmodule
==> run.sh <==
#!/bin/bash
# OpenROAD 26Q1-2900-gdf79404cd8, Yosys 0.63+post, stock flow scripts
make -C /OpenROAD-flow-scripts/flow DESIGN_CONFIG=/design/flow/config.mk WORK_HOME=/design/flow/orfs finish
==> config.mk <==
export PLATFORM = sky130hd
export DESIGN_NAME = MEM_WB_Pipeline
export DESIGN_NICKNAME = MEM_WB_Pipeline
export VERILOG_FILES = /design/flow/design.v
export SDC_FILE = /design/flow/constraint.sdc
export NUM_CORES = 4
export LEC_CHECK = 1
export CORE_UTILIZATION = 30
==> constraint.sdc <==
current_design MEM_WB_Pipeline

set clk_period 1.0
set clk_io_pct 0.2

create_clock -name clk0 -period $clk_period [get_ports {clk}]

set non_clock_inputs [all_inputs -no_clocks]
set_input_delay [expr $clk_period * $clk_io_pct] -clock clk0 $non_clock_inputs
set_output_delay [expr $clk_period * $clk_io_pct] -clock clk0 [all_outputs]
==> results.txt <==
outcome = finished, final reports clean
Crit path max-delay family = flip-flops
Area leader share = 100%
Root Buffer = clkbuf_8
chip height = 70.3 um
Routed Antenna Nets = 0
PnR Total Power = 5.47 mW
first-pass GRT wire length = 5.13 mm
Die X = 70.3 um
Post-synth EDFFs = 0
syn_area_per_cell = 20.0 um2
largest net degree at the start of global routing = 11
VDD IR max = 1.17 mV
Ant. Diodes = 0
Chip Area, Yosys = 1400 um2
Crit path arrival time = 750 ps
Log Warnings = 26
# rows = 24
Worst Hold Path EP = NonLoadDataOut[7]$_DFF_P_
drt pass-1 iters = 2
Largest stage delay, worst path = 320 ps
Netlist cell types = 1
Post-CTS Repair Setup Buffers = 0
Rel. slew slack = 93.0%
Via density = 3.80
dominant synthesized flop cell = dfxtp_1
crit path DRT = 800 ps
Crit. End Element = primary output
leading area contributor after synthesis = dfxtp_1
Post-synth regs = 70
Static Leak = 1.24 nW
TritonCTS clock tree = yes
Tmin final = 946 ps
vias in the first global route = 1,074
cell area power density = 2020 nW/um2
Hold Path Class = input port to register
remaining global-route overflow = 0
iteration-0 DRC count of the detailed router = 1
via count = 1,050
Area Growth Syn to Fin = 93.6%
worst path cell trace = buf_2
hold path start = MuxNonLoadDataIn[7]
final slew viol count = 0
CTS sink count = 70
die area = 4950 um2
Hold Vio Cnt, Final = 0
area of the core = 4410 um2
Fmax = 1.06 GHz
max cap viols = 0
Post-Syn Instances = 70
final setup fails = 0
worst slew pin tran = 105 ps
Bufs and invs on worst path = 1
Startpoint Class = register
Ports = 141
H-tree depth = 3
most common cell in the netlist = dfxtp_1
hold depth = 1
Hold Buf Count CTS = 0
layout cells sized above 1 = 38.8%
CTS buffer count = 9
gr usage total = 14.1%
drt drc = 0
setup TNS = 0 ps
initial antenna violation count = 0
Syn. warnings = 1
drt wl/cell = 12.1 um
# Cells Yosys = 70
post-synthesis sequential area ratio = 100%
Core Util at FP = 31.7%
commonest cells in the netlist = dfxtp_1 (70)
Synth area leaders = dfxtp_1 (100%)
Cell Area, Synth = 1400 um2
Critical Path Slowest Stage Cell = dfxtp_2
Logic area = 0 um2
RSZ-0062 raised after global routing = no
Final GP Congestion = 0.724
IO Port Bufs = 140
Routed WL = 3.33 mm
Reg clk slew, reported paths = 60 ps
async set or reset register ratio after synthesis = 0%
cycle use final = 94.6%
Critical Path Fanout Max = 1
Critical path origin = NonLoadDataOut[28]$_DFF_P_
CTS max path bufs = 2
Crit Path Class = register to primary output
Logic Gate Count = 0
stage by stage:
| step | setup WS [ps] | area (um2) | std cells | hold slack (ps) | utilization (%) |
|---|---|---|---|---|---|
| floorplan | 538 | 1400 | 70 | 228 | - |
| global placement | 19.3 | 2870 | 262 | 650 | 65.0 |
| detailed placement | 16.2 | 2870 | 262 | 652 | 65.0 |
| CTS | 0.142 | 2740 | 276 | 295 | 62.0 |
| global route | 14.9 | 2710 | 276 | 290 | 61.5 |
| finish | 53.7 | 2710 | 276 | 309 | 61.5 |
repair_timing:
| item | in CTS | in global routing |
|---|---|---|
| pin swaps | 0 | 0 |
| endpoints found under the setup margin | 70 | 5 |
| gates resized | 212 | 5 |
cells in the final DEF (no fill, tap or decap):
cell	netlist	final
clkdlybuf4s50_1	0	70
clkbuf_8	0	11
clkbuf_1	0	2
buf_2	0	65
dfxtp_1	70	65
clkbuf_2	0	5
dfxtp_2	0	5
bufinv_16	0	1
layout make-up:
type | instances | area [um2]
timing repair buffer | 140 | 1050
sequential | 70 | 1410
clock buffer | 13 | 159
fill | 365 | 1700
tap | 52 | 65.1
clock inverter | 1 | 30.0
power breakdown:
part	switching, mW	internal, mW
clock	0.864	1.26
combinational	0.0517	0.324
sequential	0.0293	2.94
total	0.945	4.53
cells by family (layout without fill, tap and decap cells):
family                 after synthesis  after routing  share of synthesized area, %
buffers and inverters                0            154                             0
flip-flops                          70             70                           100
sequential cells by signal (all words and copies together) (netlist names):
register        flops
RF_EN               1
Rd_Out              4
LoadInst            1
DataOut            32
NonLoadDataOut     32
metal layers:
layer,GRT usage (%),vias to the layer above,wire length (um)
met5,0,-,0
met4,4.22,0,97
met3,5.99,9,454
met2,22.3,82,1540
met1,18.0,442,1240
li1,-,517,-
how the worst max path moves through the flow:
stage / end / cells past startpoint
CTS: NonLoadDataOut[13] / 1
global route: NonLoadDataOut[3] / 1
finish: NonLoadDataOut[28] / 1
No activity file was given, so power comes from the tool's default toggle rates.
