--- /design/flow/config.mk ---
export PLATFORM = sky130hd
export DESIGN_NAME = ID_EXE_pipeline
export DESIGN_NICKNAME = ID_EXE_pipeline
export VERILOG_FILES = /design/flow/design.v
export SDC_FILE = /design/flow/constraint.sdc
export NUM_CORES = 4
export LEC_CHECK = 1
export CORE_AREA = 10 10 130 130
export DIE_AREA = 0 0 140 140
--- /design/flow/constraint.sdc ---
current_design ID_EXE_pipeline

set clk_period 1.0
set clk_io_pct 0.2

create_clock -name clk0 -period $clk_period [get_ports {clk}]

set non_clock_inputs [all_inputs -no_clocks]
set_input_delay [expr $clk_period * $clk_io_pct] -clock clk0 $non_clock_inputs
set_output_delay [expr $clk_period * $clk_io_pct] -clock clk0 [all_outputs]
--- /design/flow/design.v ---
module ID_EXE_pipeline(output reg [31:0] EXE_In, EXE_A, EXE_B, output reg [11:0] EXE_immed, output reg [4:0] EXE_Opcode, output reg [3:0] EXE_Rd_num, EXE_ALU_OP, output reg [2:0] EXE_I_cmd, 
output reg EXE_S, EXE_shift_imm, EXE_load_instr, EXE_RF_enable, input [31:0] ID_A, ID_B, instruction, input[3:0] ID_ALU_OP, input ID_shift_imm, ID_load_instr, ID_RF_enable, clk);
    always @ (posedge clk)
    begin
        EXE_In <= ID_A;
        EXE_A <= ID_A;
        EXE_B <= ID_B;
        EXE_immed <= instruction[11:0];
        EXE_Opcode <= instruction[24:20];
        EXE_Rd_num <= instruction[15:12];
        EXE_I_cmd <= instruction[27:25];
        EXE_S <= instruction[20];
        EXE_shift_imm <= ID_shift_imm;
        EXE_ALU_OP <= ID_ALU_OP;
        EXE_load_instr <= ID_load_instr;
        EXE_RF_enable <= ID_RF_enable;
    end
endmodule 
--- /design/flow/run.sh ---
#!/bin/bash
# OpenROAD 26Q1-2900-gdf79404cd8, Yosys 0.63+post, stock flow scripts
make -C /OpenROAD-flow-scripts/flow DESIGN_CONFIG=/design/flow/config.mk WORK_HOME=/design/flow/orfs finish
==> notes.md <==
Summary of the current implementation state.

- Pin placement for this block handled ~230 I/O pins.
- The final critical path takes up 107% of the cycle.
- The antenna violation net count after detailed routing is 0, for reference.
- At the worst endpoint, the arrival time is 870 ps.
- For this sky-water flow run, the detailed-routed wirelength per cell is reported as between 15 and 20 um.
- The total iterations of the first detailed-routing run is 3, for reference.
- The iteration-0 DRC count of the detailed router is 31, for reference.
- The path type of the worst min-delay path is in2reg, for reference.
- For met1 alone, demand over resource in global routing was just under 8%.
- The main area contributors are sky130_fd_sc_hd__dfxtp_1, sky130_fd_sc_hd__buf_4.
- In this run the full chip footprint comes out at 19600 um2.
- The share of cells above drive strength 1 is around 55%, for reference.
- The part of the Yosys area used for sequential elements is between 80% and 90%, for reference.
- In the layout the tool counted multi-input logic cells amounting to 0.
- The area of the multi-input gates is 0 um2, for reference.
- For reference, simple AND, OR, NAND and NOR cells occupy 0% of the area reported after synthesis.
- The number of global-route vias before repair was 1835.
- The placement summary gives the final routability congestion estimate as ~0.8.
- The final core area utilization is just under 30%, for reference.
- In the post-route report, total wirelength is listed as ~8000 um.
- The number of distinct standard cells referenced by the synthesized netlist is 2, for reference.
- Leaving out fill and tap cells, the most frequent cells in the layout are sky130_fd_sc_hd__buf_2, sky130_fd_sc_hd__clkdlybuf4s50_1, sky130_fd_sc_hd__dfxtp_1.
- The starting density of the core is 15.4%, for reference.
- The peak supply drop is 1.03 mV, for reference.
- The number of remaining DRC errors is 0, for reference.
- The highest clock frequency the design can meet is between 900 and 1000 MHz, for reference.
- TritonCTS created 9 clock buffers.
- Row generation in the floorplan step produced 43 rows.
- Before any placement, the netlist area is recorded as between 2000 and 2500 um2.
- Once layout is done, the placed cells without fillers occupy about 4100 um2.
- Of the combinational cells, the family taking the most area is buffers and inverters.
- The final timing report lists a hold violation count of 0.
- The run finished, with violations left.
- The met3 track utilization from global routing is 5.89%, for reference.
- The number of buffers added to fix hold violations after cts is 0, for reference.
- Across all layers, the routed design uses 1625 vias.
- The aggregate global routing overflow is 0, for reference.
- The area growth from synthesis to final layout is 91.5%, for reference.
- The number of slew-limit violations in the final report is 0, for reference.
- For the pin with the worst max-slew slack, the measured transition is 112 ps.
- The initial antenna violation count was 0.
- The top cell type in the final layout, fill and taps aside, is sky130_fd_sc_hd__buf_2.
- The met2 capacity usage during global routing is between 10% and 20%, for reference.
- The number of diodes is 0, for reference.
- Buffers placed on the I/O ports in this run total roughly 220.
- The global routing stage identified its most utilized layer as met2.
- The number of buffers on the longest clock path is 2, for reference.
- The post-synthesis compound-gate area fraction is 0%, for reference.
- The critical path maximum fanout is 2.
- The first-pass GRT wire length is about 12000 um, for reference.
- In this run the clock root is driven by a sky130_fd_sc_hd__clkbuf_16.
- The synthesized netlist was found by Yosys to have around 130 cells.
- The share of Yosys cell area claimed by the top area cell type is just under 90%, for reference.
- The report counts max-capacitance violations totalling 0.
- The overall power after layout is 7.98 mW, for reference.
- The synthesized netlist handed to floorplanning was reported with a cell count of approximately 130.
- The synthesized netlist devotes 0% of its cell area to adder and majority cells.
- The total number of warnings across the stage logs is 35, for reference.
- Setup slack on the critical path of the routed design comes to -67.3 ps.
- For the worst setup path, the data required time is 800 ps.
- The path type of the worst setup path is reg2out, for reference.
- The overall die height is ~140 um, for reference.
- Dividing total power by cell area gives a power density of between 1500 and 2000 nW/um2.
- Per the CTS log, the maximum H-tree level is 3.
- Using the TritonRoute via totals, the vias-per-cell ratio works out to about 3.1.
- The worst setup path is captured at an output port.
- The last timing report of the flow puts the setup violation total at 2.
- The CTS tree is done, for reference.
- The floorplan step defined a core boundary enclosing 14000 um2.
- The clock-pin slew reported for the worst setup and hold paths after clock tree synthesis is about 70 ps, for reference.
- The minimum period implied by the final worst setup slack is around 1100 ps, for reference.
- Multiplexer cells account for 0% of the synthesized area.
- The cell area after placement is 4360 um2, for reference.
- Dividing the synthesized area by the synthesized cell count gives about 17 um2.
- The checks that failed: negative setup slack.
- The top cell type by total area after synthesis is sky130_fd_sc_hd__dfxtp_1, for reference.
- STA classifies the critical path startpoint as a flop.
- Clock tree synthesis found a total of 95 sinks.
- The overall fraction of global-route tracks in use is just under 8%, for reference.
- The synthesis stat section lists a flop and latch total of between 90 and 100.
- The worst hold slack is approximately 290 ps, for reference.
- The overall die width is approximately 140 um, for reference.
- The area fraction in xor and xnor cells is 0%, for reference.
- The warning tally printed by Yosys for this design is 1.
- The wire-length estimate of the detail-placed layout is between 7000 and 8000 um.
- The largest net degree at the start of global routing is 16, for reference.
- The headroom to the max-slew limit is just over 90%, for reference.
- The layout has about 1500 filler cells.
- Setup repair after global routing could not meet its margin everywhere.
- For this run, the chip area from Yosys synthesis comes to about 2100 um2.
- The leakage dissipation is about 1.8 nW, for reference.
[metal layers]
layer  wire [um]  vias to the layer above
li1            -                      765
met1        2690                      725
met2        4010                      125
met3        1330                       10
met4         145                        0
met5           0                        -
[power by group]
| part | switching (mW) | internal [mW] |
|---|---|---|
| Sequential | 0.0574 | 4.01 |
| Combinational | 0.111 | 0.504 |
| Clock | 1.36 | 1.94 |
| Total | 1.53 | 6.45 |
[cell usage after synthesis]
cell type	count
sky130_fd_sc_hd__dfxtp_1	95
sky130_fd_sc_hd__buf_4	33
[worst paths after layout]
check | cells past startpoint | to | startpoint
max | 2 | EXE_A[19] | EXE_A[19]
min | 1 | EXE_A[18] | ID_A[18]
[flip-flops by register name, summed over array words and instances (netlist names)]
name and cells:
EXE_immed 12, EXE_B 32, EXE_I_cmd 3, EXE_Opcode 5, EXE_shift_imm 1, EXE_RF_enable 1
EXE_Rd_num 4, EXE_load_instr 1, EXE_A 32, EXE_ALU_OP 4
[critical path, stage by stage, from the launching register on]
cell and delay (ps):
sky130_fd_sc_hd__dfxtp_2 320, sky130_fd_sc_hd__buf_6 110, sky130_fd_sc_hd__buf_6 100
[per-stage QoR]
step / std cells / setup TNS, ps / setup WS, ps
floorplan: 128 / 0 / 420
global placement: 498 / -37.2 / -17.5
detailed placement: 498 / -139 / -27.2
CTS: 516 / -183 / -90.1
global route: 516 / -295 / -107
finish: 516 / -125 / -67.3
[repair_timing]
action | 4_1_cts | 5_1_grt
pin swaps | 0 | 0
setup endpoints to repair | 128 | 21
setup buffers | 2 | 0
gates resized | 447 | 6
[kinds of logic after synthesis]
kind of cell  count (synthesis)
flops                        95
buf+inv                      33
[final cells by class]
class,count,area (um2),share of cell area [%]
well taps,180,225,5.47
clock buffers,11,233,5.65
clock inverters,5,58.8,1.43
flip-flops and latches,95,1950,47.5
repair buffers,225,1650,40.0
No activity file was given, so power comes from the tool's default toggle rates.
